--- config.mk ---
export PLATFORM = sky130hd
export DESIGN_NAME = spi_shift_reg
export DESIGN_NICKNAME = spi_shift_reg
export VERILOG_FILES = /design/flow/design.v
export SDC_FILE = /design/flow/constraint.sdc
export NUM_CORES = 4
export LEC_CHECK = 1
export CORE_UTILIZATION = 30
--- constraint.sdc ---
current_design spi_shift_reg

set clk_period 3.5
set clk_io_pct 0.2

create_clock -name clk0 -period $clk_period [get_ports {wb_clk_in}]

set non_clock_inputs [all_inputs -no_clocks]
set_input_delay [expr $clk_period * $clk_io_pct] -clock clk0 $non_clock_inputs
set_output_delay [expr $clk_period * $clk_io_pct] -clock clk0 [all_outputs]
--- design.v ---
module spi_shift_reg(
    rx_negedge, tx_negedge, byte_sel, latch, len, p_in, wb_clk_in, wb_rst,
    go, miso, lsb, sclk, cpol_0, cpol_1, p_out, last, mosi, tip
);
input rx_negedge, tx_negedge, wb_clk_in, wb_rst, go, miso, lsb, sclk, cpol_0, cpol_1;
input [3:0] byte_sel,latch;
input [3 - 1:0] len;
input [7 - 1:0] p_in;
output [7 - 1:0] p_out;
output reg tip, mosi;
output last;
reg [3:0] char_count;
reg [7 - 1:0] master_data;
reg [3 - 1:0] tx_bit_pos;
reg [3 - 1:0] rx_bit_pos;
wire rx_clk, tx_clk;
always @(posedge wb_clk_in or posedge wb_rst) begin
    if (wb_rst) begin
        char_count <= 0;
    end else begin
        if (tip) begin
            if (cpol_0) begin
                char_count <= char_count - 1;
            end
        end else 
            char_count <= {1'b0, len};   
    end
end
always @(posedge wb_clk_in or posedge wb_rst) begin
    if (wb_rst) begin
        tip <= 0;
    end else begin
         if (go && ~tip) begin
            tip <= 1;
        end else if (last && tip && cpol_0) begin
            tip <= 0;
        end
    end
end
assign last = ~(|char_count);
always @(posedge wb_clk_in or posedge wb_rst) begin
    if (wb_rst) begin
        mosi <= 0;
    end else begin
        if (tx_clk) begin
            mosi <= master_data[tx_bit_pos[3 - 1:0]];
        end
    end
end
assign tx_clk = ((tx_negedge) ? cpol_1 : cpol_0) && !last;
assign rx_clk = ((tx_negedge) ? cpol_1 : cpol_0) && (!last || sclk);
assign tx_bit_pos = lsb ? {!(|len), len} - char_count : char_count - {{3{1'b0}}, 1'b1};
assign rx_bit_pos = lsb ? {!(|len), len} - (rx_negedge ? char_count + {{3{1'b0}}, 1'b1} : char_count) : 
(rx_negedge ? char_count : char_count - {{3{1'b0}}, 1'b1});
assign p_out = master_data;
always @(posedge wb_clk_in or posedge wb_rst) begin
    if (wb_rst)
        master_data <= {7{1'b0}};
else if (latch[0] && !tip) 
begin   
    if (byte_sel[0]) 
    begin
        master_data[7:0] <= p_in[7:0];
    end
end
else
  begin
    if (rx_clk) 
        master_data[rx_bit_pos[3 - 1:0]] <= miso;
    end
end
endmodule
--- run.sh ---
#!/bin/bash
# OpenROAD 26Q1-2900-gdf79404cd8, Yosys 0.63+post, stock flow scripts
make -C /OpenROAD-flow-scripts/flow DESIGN_CONFIG=/design/flow/config.mk WORK_HOME=/design/flow/orfs finish
==> out/metrics.yaml <==
cells_and_area:
  synthesis_to_layout_area_growth_pct: 39.42
  layout.core_utilization_pct: 44.82
  drive_above_1_share_pct: 12.71
clocking:
  clkSlewWorstSetupHoldPaths_ns: 0.06
  hold_bufs_at_cts: 0
  numCtsBuffers: 3
  cts_tree: "built"
  post-cts-setup-buffer-count: 0
  clock-root-buffer: "sky130_fd_sc_hd__clkbuf_8"
  clk-insertion-delay-late_ns: 0.24
  cts_buffer_depth: 2
  numClockSinks: 13
  quantity_of_gates_resized_following_cts: 0
  htree_num_levels: 1
final_timing:
  period_used_pct: 93.32
  maxClockFrequency_ghz: 0.3062
  report.final.hold_viol_count: 0
  final.setup.worst_slack_ns: 0.2339
  hold_ws_ns: 0.5130
  relSlewSlack_pct: 55.73
  period_minus_slack_ns: 3.266
  finalSetupViolCount: 0
  timing_worst_slew_pin_value_ns: 0.6626
  grt_setup_unrepaired: "no"
  worst_skew_ns: 0.003314
  maxSlewViolCount: 0
placed_design:
  port_buffers: 31
  finalWeightedCongestion: 0.8764
  place_worst_setup_slack_ns: -0.04153
  place.detailed.hpwl_um: 2237
die:
  num_io_pins: 38
  row_count: 22
  die_height_um: 65.57
  fp.dieArea_mm2: 0.004299
  floorplan.core_util_pct: 32.15
  die_width_um: 65.57
  core-area_mm2: 0.003771
critical_path:
  critPathArrivalTime_ns: 3.39
  critical_path.max_fanout: 4
  worst_reg2reg_path_endpoint: "master_data[0]"
  path_cells: "clkdlybuf4s50_1, xor2_1, ha_1, fa_1, nor2b_1, a31oi_1, ha_1, nor3b_1, nand3_1, mux2i_1, a221o_1"
  critical_path.max_stage_delay_ns: 0.47
  worst-endpoint-required_ns: 3.63
  setup.worst_path.end_class: "flip-flop"
  timing.reg2reg.setup_slack_ns: 0.39
  critPathMostFrequentCell: "sky130_fd_sc_hd__ha_1"
  timing.setup.critical_path_class: "primary input to flip-flop"
  regToRegStartpoint: "char_count[0]"
  worstSetupStartpointType: "primary input"
  reg2reg_depth: 12
  crit_path_top_delay_cell: "sky130_fd_sc_hd__fa_1"
logic_synthesis:
  yosys.stat.chipArea_mm2: 0.001212
  synth-async-reset-ratio_pct: 100.0
  ys_top_cells_by_area: "sky130_fd_sc_hd__dfrtp_1 27%, sky130_fd_sc_hd__ha_1 7.2%, sky130_fd_sc_hd__nand2_1 5.9%"
  yosys_cells: 140
  synth.yosys.warnings: 9
  syn_area_mm2: 0.001212
  ys_dominant_reg_cell: "sky130_fd_sc_hd__dfrtp_1"
  synth-edff-count: 0
  synth_cells: 140
  post_synth_most_frequent_cells: "19 x sky130_fd_sc_hd__nand2_1, 15 x sky130_fd_sc_hd__inv_1, 13 x sky130_fd_sc_hd__dfrtp_1"
  synth.yosys.seq_area_share_pct: 26.83
  yosysTopAreaCellShare_pct: 26.83
  syn-mean-instance-area_um2: 8.660
  netlist.top_cell.by_area: "sky130_fd_sc_hd__dfrtp_1"
  top_cell: "sky130_fd_sc_hd__nand2_1"
  synth-seq-cells: 13
  synth.lib_cells_used.distinct: 45
detailed_routing:
  drt_pass1_iterations: 4
  drt_iter0_drc: 64
  routed_wirelength_um: 2814
  final_antenna_net_count: 0
  drt_drc_violations_left: 0
  wl_per_cell_um: 12.29
  antennaDiodeCount: 0
  vias: 1143
  drt-vias-per-instance: 4.991
hold_path:
  hold_path_origin: "mosi"
  hold_path_class: "flip-flop to flip-flop"
  worst_hold_endpoint: "mosi"
  cell_depth_of_the_worst_min_delay_path: 2
global_route:
  first_global_vias: 1071
  grt_first_pass_wirelength_um: 4912
  grt_use_total_pct: 14.85
  gr-total-overflow: 0
  grt_max_degree: 14
  initial_antenna_violation_count: 0
power_and_ir_drop:
  leakage_uw: 0.0007231
  power_per_cell_area_mw_per_mm2: 778.0
  peakVddDrop_mv: 0.3778
run:
  tool_warnings: 34
  max_cap_viol_count: 0
outcome:
  run_status: "finished, final reports clean"
## routing by layer
metal	part of all wire, %	vias to the layer above	GRT usage (%)	wire length (µm)
met5	0	-	0	0
met2	44	29	23.45	1233
li1	-	576	-	-
met3	5.2	2	2.641	147
met1	51	536	22.54	1424
met4	0.28	0	0.8152	8
## where the power goes
| part | internal (µW) | switching [µW] | leakage (µW) |
|---|---|---|---|
| logic | 487 | 407 | 0.000553 |
| registers | 214 | 72.1 | 0.000147 |
| clock network | 80.4 | 53.6 | 0.0000228 |
## how the worst max path moves through the flow
stage	end	startpoint	slack, ns	cells after the start
4_1_cts	master_data[0]	rx_negedge	0.20	11
5_1_grt	master_data[0]	rx_negedge	0.03	11
6_report	master_data[0]	rx_negedge	0.23	11
## layout by cell type (no fill, tap or decap), types with 2 or more instances in the layout
cell and n:
sky130_fd_sc_hd__nor2_1 6, sky130_fd_sc_hd__mux2i_1 6, sky130_fd_sc_hd__o211ai_1 7, sky130_fd_sc_hd__nor2b_1 3, sky130_fd_sc_hd__nor3b_1 2, sky130_fd_sc_hd__nand3_1 3, sky130_fd_sc_hd__o21ai_0 10, sky130_fd_sc_hd__nand2b_1 5
sky130_fd_sc_hd__a21oi_1 2, sky130_fd_sc_hd__and2_1 2, sky130_fd_sc_hd__fa_1 2, sky130_fd_sc_hd__buf_4 11, sky130_fd_sc_hd__clkbuf_8 3, sky130_fd_sc_hd__dfrtp_1 13, sky130_fd_sc_hd__clkdlybuf4s50_1 31, sky130_fd_sc_hd__nand2_1 19
sky130_fd_sc_hd__a31oi_1 3, sky130_fd_sc_hd__inv_1 15, sky130_fd_sc_hd__xor2_1 3, sky130_fd_sc_hd__xnor2_1 3, sky130_fd_sc_hd__ha_1 7
## flip-flops by register name (all words and copies together) (netlist names)
name,flops
char_count,4
master_data,7
mosi,1
tip,1
## critical path, delay by kind of cell
kind	cells	cell delay (ns)
AND-OR/OR-AND	2	0.48
multiplexers	1	0.14
XOR/XNOR	1	0.19
AND/OR/NAND/NOR	3	0.45
buffers and inverters	1	0.44
adder cells (fa/ha/maj)	3	0.99
## metrics by stage
| stage | power (µW) | instances | cell area (µm²) | TNS, ns |
|---|---|---|---|---|
| 2_1_floorplan | 830.8 | 140 | 1212 | 0 |
| 3_3_place_gp | 1167 | 225 | 1645 | -0.008429 |
| 3_5_place_dp | 1176 | 225 | 1645 | -0.04153 |
| 4_1_cts | 1326 | 229 | 1690 | 0 |
| 5_1_grt | 1459 | 229 | 1690 | 0 |
| 6_report | 1315 | 229 | 1690 | 0 |
## kinds of logic (layout without fill, tap and decap cells)
logic type	after synthesis	in the layout	share of synthesized area [%]
multiplexers	8	8	7.740
XOR/XNOR	8	8	7.019
adder cells (fa/ha/maj)	9	9	10.53
AND/OR/NAND/NOR	48	48	20.13
flip-flops	13	13	26.83
buffers and inverters	20	61	6.294
AND-OR/OR-AND	34	34	21.47
## cell type report
cell class | count | area [µm²]
clock buffer | 4 | 45.04
timing repair buffer | 42 | 392.9
sequential | 13 | 325.3
tap | 48 | 60.06
multi-input combinational | 107 | 810.8
fill | 344 | 2081
inverter | 15 | 56.30
Power and IR drop assume default switching activity.
